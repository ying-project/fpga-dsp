### flow/run.sh
#!/bin/bash
# OpenROAD 26Q1-2900-gdf79404cd8, Yosys 0.63+post, stock flow scripts
make -C /OpenROAD-flow-scripts/flow DESIGN_CONFIG=/design/flow/config.mk WORK_HOME=/design/flow/orfs finish
### flow/config.mk
export PLATFORM = sky130hd
export DESIGN_NAME = ChipInterface
export DESIGN_NICKNAME = ChipInterface
export VERILOG_FILES = /design/flow/design.v
export SDC_FILE = /design/flow/constraint.sdc
export NUM_CORES = 4
export LEC_CHECK = 1
export CORE_UTILIZATION = 40
export SYNTH_HDL_FRONTEND = slang
### flow/constraint.sdc
current_design ChipInterface

set clk_period 8.7
set clk_io_pct 0.2

create_clock -name clk0 -period $clk_period [get_ports {CLOCK_50}]

set non_clock_inputs [all_inputs -no_clocks]
set_input_delay [expr $clk_period * $clk_io_pct] -clock clk0 $non_clock_inputs
set_output_delay [expr $clk_period * $clk_io_pct] -clock clk0 [all_outputs]
### flow/design.v
`default_nettype none
module ChipInterface
    (input  logic        CLOCK_50,
    input  logic  [3:0] KEY,
    input  logic [17:0] SW,
    output logic [17:0] LEDR);
    logic [15:0] taps[9:0];
    always_comb begin
        for (int i = 0; i < 10; i = i+1)
            taps[i] <= i;
    end
    fir #(10, 16) dut (.clock(CLOCK_50), .reset(~KEY[0]), .xin(SW[15:0]), .taps, .y(LEDR));
endmodule: ChipInterface
`default_nettype none
module fir  
 #(parameter n = 10,
             w = 16)
  (input  logic clock, reset,
   input  logic [w-1:0] xin,
   input  logic [w-1:0] taps[n-1:0],
   output logic [w-1:0] y);
    logic [w-1:0] x[n-1:0];
    logic [2*w-1:0] y_comb[n:0];
    always_ff @(posedge clock) begin
        if (reset) begin
            x <= '{default:0};
            y <= 0;
        end
        else begin
            x[n-1:1] <= x[n-2:0];
			x[0] <= xin;
			y <= y_comb[n];
        end
    end
    always_comb begin
        y_comb[0] = 32'b0;
        for (int i = 0; i < n; i = i+1) begin
            if (x[i] >= 16'h8000)  
                y_comb[i+1] = y_comb[i] - (((16'hffff - x[i] + 16'b1) * taps[i]) >> 15);
            else
                y_comb[i+1] = y_comb[i] + ((x[i] * taps[i]) >> 15);
        end
    end
endmodule: fir
==> metrics.yaml <==
placed_design:
  gp_congestion: 0.8579
  hpwl_um: 27240
  dpl.cell_count: 2920
  port_buffers: 33
timing:
  setup_viol: 7
  finalHoldViolCount: 0
  worst_pin_slew_ps: 774.7
  clock_skew_ps: 8.646
  slew_violations: 0
  min_period_ps: 10330
  max_slew_margin_pct: 47.81
  fmax_mhz: 96.80
  rsz0062_at_grt: "true"
  fin_crit_sh_pct: 118.7
  hold_slack_ps: 431.4
  worst_slack_ps: -1631
drt:
  initialDrtViolationCount: 369
  drc_errors: 0
  routedWlPerCell_um: 11.31
  vias: 14280
  firstDrtPassIters: 5
  postRouteAntennaNets: 0
  drt_wl_total_um: 33850
  via_per_inst: 4.774
final_layout:
  areaGrowthSynthToFinish_pct: 31.84
  drive_above_1_share_pct: 25.41
  comb_area_mm2: 0.01388
  regArea_mm2: 0.003535
  finalNonFillerCells: 2992
  nFillCells: 3601
floorplanning:
  fp_util_pct: 40.97
  rows: 75
  die_area_mm2: 0.04418
  core_mm2: 0.04232
  chipWidth_um: 210.2
  dieHeight_um: 210.2
  io_pins: 41
yosys:
  ys.flop_type: "dfxtp_1"
  yosys_warnings: 0
  top_area_share_pct: 27.28
  yosys_cells: 1968
  edf_count: 0
  syn_inst: 1968
  synthArstFlopShare_pct: 0
  yosysUniqueCellTypes: 85
  largest_area_cell: "ha_1"
  syn-cell-area_mm2: 0.01734
  syn_area_per_cell_um2: 8.811
  ys_chip_area_mm2: 0.01734
  most_common_cell: "ha_1"
  top_cells_by_count: "ha_1, dfxtp_1, nor2_1"
  area_leaders: "ha_1, dfxtp_1, xnor2_1, fa_1, and2_1"
  synth_seq_share_pct: 20.32
  numSynthFlops: 176
global_route:
  grt_max_degree: 58
  grt_pass1_wl_um: 59930
  grt_pass1_vias: 14070
  antenna_found_initial: 1
  grt_usage_pct: 16.36
  grt_overflow: 0
setup_path:
  critical_path.max_stage_delay_ps: 390
  startpoint_type: "flop"
  path_class: "reg2reg"
  r2r_end: "dut.y[15]"
  reg2reg_from: "dut.x[49]"
  reg2reg_depth: 60
  cp.required_ps: 9040
  cp_slowest_cell: "ha_1"
  cp.arrival_ps: 10670
  crit_path_end_kind: "flop"
  path_max_fanout: 5
  r2r_slack_ps: -1630
  critical_path.most_common_cell: "a21o_1"
min_path:
  hp-class: "reg2reg"
  min_from: "dut.x[1]"
  holdPathStages: 1
  holdPathEnd: "dut.x[17]"
run:
  drv_cap: 0
  openroad.warnings: 100
clock_tree:
  cts_buffers: 17
  clockBufferDepth: 2
  cts_max_level: 4
  insertion_delay_ps: 440
  cts-root-buf: "clkbuf_16"
  cts_tree: "yes"
  clock_sink_count: 176
  path_clk_slew_ps: 70
status:
  status: "complete, but fails checks"
  violations: "setup timing"
logic make-up (layout without fill, tap and decap cells):
logic type	after synthesis	count (layout)	share of synthesized area, %
adder cells (fa/ha/maj)	421	421	32.24
other	1	5	0.02163
flip-flops	176	176	20.32
buffers and inverters	191	634	4.178
XOR/XNOR	189	189	9.749
AND/OR/NAND/NOR	591	591	17.61
multiplexers	13	13	0.7577
AND-OR/OR-AND	386	386	15.13
layout make-up:
class / count / share of cell area (%)
Antenna cell: 3 / 0.03284
Tap cell: 577 / 3.158
Clock buffer: 19 / 1.894
Timing Repair Buffer: 439 / 15.22
Multi-Input combinational cell: 1602 / 60.74
Inverter: 163 / 2.720
Clock inverter: 13 / 0.7718
Sequential cell: 176 / 15.46
worst max path at each step:
stage / start / end / slack, ps
finish: dut.x[49] / dut.y[15] / -1630
global route: dut.x[49] / dut.y[15] / -2410
CTS: dut.x[49] / dut.y[15] / -1770
metrics by stage:
stage                     utilization (%)  worst slack [ps]  instance area, µm²  TNS [ps]
after floorplan                         -             -1311               17480     -2048
after global placement              50.10             -1815               21200     -7576
after detailed placement            50.10             -1978               21200     -7651
after CTS                           52.71             -1772               22310     -5641
after global routing                54.00             -2408               22850    -11180
final                               54.01             -1631               22860     -5645
what timing repair did:
| action | in CTS | in global routing |
|---|---|---|
| pin swaps | 101 | 64 |
| hold endpoints to repair | 0 | 0 |
| hold buffers | 0 | 0 |
| resized | 91 | 82 |
| buffers inserted | 25 | 16 |
| endpoints found under the setup margin | 10 | 13 |
critical path, delay by kind of cell, from the launching register on:
kind	cells	cell delay, ps
buf+inv	6	420
simple gates	6	760
compound gates	32	4820
xor+xnor	5	820
fa+ha+maj	10	2880
mux	1	140
flops	1	350
sequential cells by signal, summed over array words and instances (netlist names):
register	cells
dut.x	160
dut.y	16
placed cells by master (no fill, tap or decap), types with 12 or more instances in the layout:
| cell type | instances |
|---|---|
| buf_4 | 380 |
| ha_1 | 359 |
| dfxtp_1 | 171 |
| nor2_1 | 157 |
| inv_1 | 151 |
| xnor2_1 | 133 |
| and2_1 | 107 |
| a21oi_1 | 76 |
| nand2_1 | 75 |
| a21o_1 | 52 |
| nor3_1 | 42 |
| fa_1 | 42 |
| o21ai_0 | 41 |
| xor2_1 | 39 |
| nand3_1 | 39 |
| clkdlybuf4s50_1 | 32 |
| nor2b_1 | 29 |
| a21oi_2 | 25 |
| buf_6 | 25 |
| o21a_1 | 24 |
| o21bai_1 | 21 |
| nand2b_1 | 19 |
| nor4_1 | 18 |
| a31oi_1 | 17 |
| clkbuf_16 | 17 |
| nand4_1 | 15 |
| xnor2_2 | 14 |
| o21ai_2 | 13 |
| o21ai_1 | 12 |
| mux2i_1 | 12 |
layer usage:
metal | part of all wire, % | routed length (µm) | GRT usage, % | vias to the layer above
met5 | 0 | 0 | 0 | -
met4 | 1.1 | 374 | 1.837 | 0
met3 | 2.6 | 878 | 2.374 | 25
met2 | 49 | 16740 | 29.92 | 107
met1 | 47 | 15860 | 21.11 | 6412
li1 | - | - | - | 7739
