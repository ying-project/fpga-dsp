==> flow/run.sh <==
#!/bin/bash
# OpenROAD 26Q1-2900-gdf79404cd8, Yosys 0.63+post, stock flow scripts
make -C /OpenROAD-flow-scripts/flow DESIGN_CONFIG=/design/flow/config.mk WORK_HOME=/design/flow/orfs finish
==> flow/config.mk <==
export PLATFORM = sky130hd
export DESIGN_NAME = fifo
export DESIGN_NICKNAME = fifo
export VERILOG_FILES = /design/flow/design.v
export SDC_FILE = /design/flow/constraint.sdc
export NUM_CORES = 4
export LEC_CHECK = 1
export CORE_UTILIZATION = 50
export SYNTH_HDL_FRONTEND = slang
==> flow/constraint.sdc <==
current_design fifo

set clk_period 2.1
set clk_io_pct 0.2

create_clock -name clk0 -period $clk_period [get_ports {clock}]

set non_clock_inputs [all_inputs -no_clocks]
set_input_delay [expr $clk_period * $clk_io_pct] -clock clk0 $non_clock_inputs
set_output_delay [expr $clk_period * $clk_io_pct] -clock clk0 [all_outputs]
==> flow/design.v <==
`default_nettype none
module fifo  
  #(parameter w = 4,
              d = 8)
   (input  logic clock, reset,
    input  logic we, re,
    input  logic [w-1:0] wdata,
    output logic [w-1:0] rdata,
    output logic full, empty);
    logic [w-1:0] data [d-1:0];
    logic [$clog2(d)-1:0] wpointer, rpointer, count;
    assign full = count >= d;
    assign empty = count == 0;
    always_ff @(posedge clock) begin
        if (reset) begin
            data <= '{default: '0};
            wpointer <= 0;
            rpointer <= 0;
            count <= 0;
        end else begin
            if (we && (!full)) begin
                data[wpointer] <= wdata;
                if (wpointer >= d - 1) wpointer <= 0;
                else wpointer <= wpointer + 1;
                count <= count + 1;
            end
            if (re && (!empty)) begin
                rdata <= data[rpointer];
                if (rpointer >= d - 1) rpointer <= 0;
                else rpointer <= rpointer + 1;
                count <= count - 1;
            end
        end
    end
endmodule: fifo
==> results.txt <==
fresh numbers from the pnr run: vias roughly 1300, WL final ~3600 um, port bufs 12, Clock Path Buffers 2, post-synthesis cell count ~190, Top area cell types dfxtp_1 40%, mux2i_1 16%, mux4_2 8.7%, nor2_1 6.3%, edfxtp_1 5.8%, hold_buf cts 0, chip area ~4400 um^2, most frequent logic cell in the layout dfxtp_1, Pleak between 0.9 and 1 nW, relative slew slack 51.68%, Tmin final slightly below 2 ns, GP Congestion between 0.7 and 0.8, Chip Area, Yosys roughly 2100 um^2, maximum number of pins on one net before global-route repair 37, # Cells Yosys about 190, CTS tree done, Synthesized registers about 45, Post-synth EDFFs 4, MI comb area 1025 um^2, first-pass GRT wire length roughly 6200 um, Synth area leader dfxtp_1, row cnt 23, final worst-path cycle share 92.05%, most instantiated logic cells after routing 41 x dfxtp_1, 35 x nor2_1, 33 x mux2i_1, Log Warnings 25, max_cap viols 0, Async SR Flop Fraction 0%, Clock transition at path regs ~0.080 ns, Max IR drop VDD between 0.6 and 0.7 mV, dpl cells between 200 and 250, Worst Setup End Kind register, DRT antenna net count 0, Hold Vio Cnt, Final 0, die height ~66 um, Hold Path Depth 2, Hold/Removal Path Class register to register, fill cell count roughly 320, drt first pass iters 4, syn_area_per_cell approximately 11 um^2, CP Class register to register, Setup Fix Bufs, Post-CTS 0, antenna violations before repair 0, ys flop type dfxtp_1, DRT iter0 DRCs roughly 74, Slew @ Worst Pin 0.7238 ns, fin cells roughly 250, synth unique cells 30, vias in the first global route 1269, CTS resizes 0, IO Count 14, Max Freq just over 500 MHz, cells on worst reg2reg path 2, clock sink count about 45, Area Overhead vs Synth 12.92%, share of cells above drive strength 1 14.36%, Initial Util just over 50%, run status finished, final reports clean, Area leader share 39.61%, root buf cell clkbuf_8, hpwl dp between 2000 and 2500 um, synth warn 0, post-synthesis sequential area ratio 45.41%, Chip Width about 66 um, Worst Skew approximately 0.0022 ns, Power Total just under 2 mW, final setup violation count 0, Total GRT Usage 19.38%, Startpoint Class register, RSZ-0062 raised after global routing no, crit path DRT 2.15 ns, worst-skew pair later-pin latency 0.29 ns, WL/cell ~14 um, Remaining Overflow, GRT 0, Max Slew Vio Count 0, Max FO, Critical Path 12, CTS buffer count 5, CTS H-tree depth 2, Critical Path AT slightly below 2 ns, CORE AREA 4000 um^2, # DRC 0, Power Density just over 800 nW/um^2, Antenna Cells 0, sequential standard cell area approximately 940 um^2, vias per std cell ~5.3, synthesized cell area just over 2000 um^2
[cell usage after synthesis (3+ instances only)]
| cell | number |
|---|---|
| edfxtp_1 | 4 |
| nand4b_1 | 6 |
| a21oi_1 | 6 |
| mux2_2 | 4 |
| mux2i_1 | 33 |
| mux4_2 | 8 |
| nor3b_1 | 3 |
| nor4bb_1 | 3 |
| nor2_1 | 35 |
| nand2_1 | 6 |
| clkbuf_1 | 10 |
| ha_1 | 4 |
| buf_2 | 7 |
| dfxtp_1 | 41 |
| nor3_1 | 4 |
| inv_1 | 3 |
| nand3_1 | 3 |
[cell families (layout without fill, tap and decap cells)]
family,after synthesis,in the layout,share of synthesized area [%]
AND/OR/NAND/NOR,65,65,16.61
multiplexers,45,45,26.81
flip-flops,45,45,45.41
buffers and inverters,23,32,5.133
AND-OR/OR-AND,9,9,2.476
adder cells (fa/ha/maj),5,5,3.382
other,1,1,0.1810
[where the power goes]
| part | internal, mW | leakage (nW) | switching, mW |
|---|---|---|---|
| logic | 0.163 | 0.539 | 0.116 |
| registers | 0.913 | 0.371 | 0.0699 |
| clock network | 0.388 | 0.0585 | 0.278 |
| total | 1.46 | 0.968 | 0.464 |
[cell type report]
type                    count  area share, %
inverters                   4         0.6417
clock inverters             1          1.283
flip-flops and latches     45          40.21
clock buffers               7          3.690
repair buffers             20          7.701
well taps                  50          2.674
multi-input cells         125          43.80
[per-stage QoR]
| stage | area [um^2] | utilization [%] | hold slack [ns] | worst slack (ns) | setup TNS [ns] |
|---|---|---|---|---|---|
| after CTS | 2340 | 58.49 | 0.5010 | 0.1642 | 0 |
| after global placement | 2223 | 55.58 | 0.4692 | -0.02461 | -0.02461 |
| after global routing | 2340 | 58.49 | 0.5305 | 0.05549 | 0 |
| final | 2340 | 58.49 | 0.4998 | 0.1670 | 0 |
| after floorplan | 2072 | - | 0.4546 | 0.2962 | 0 |
| after detailed placement | 2223 | 55.58 | 0.4778 | -0.06363 | -0.06363 |
[path summary, 6_finish.rpt]
check,to,start,slack [ns]
max,rdata[2],rpointer[0],0.17
min,data[0],data[0],0.50
max reg2reg,rdata[2],rpointer[0],0.17
min reg2reg,data[0],data[0],0.50
[sequential cells by signal (all words and copies together) (netlist names)]
register  flops
wpointer      3
count         3
rpointer      3
data         32
rdata         4
[worst max-delay path, stage by stage (launching register included)]
cell and delay (ns):
dfxtp_1 0.79, mux4_2 0.61, mux2_2 0.28
[layer usage]
metal	global-route usage (%)	up-vias	share of wire, %
met5	0	-	0
met4	2.660	0	1.6
met3	3.846	7	2.8
met2	28.44	15	44
met1	31.76	633	52
li1	-	691	-
Power figures rest on the tool's default switching activity, not on a simulated workload.
